==> design/flow/design.v <==
module adc_be(
 clk,
 rstx,
 cic_order,
 decim_ratio,
 clear_cic,
 coeff_1_a1,
 coeff_1_a2,
 clear_iir_stg1,
 coeff_2_a1,
 clear_iir_stg2,
 bypass_stg2,
 scale,
 clear_scale_mult,
 bypass_noise_gate,
 clear_noise_gate,
 data_in,
 data_out_valid,
 data_out
);
input         clk;
input         rstx;
input   [2:0] cic_order;
input   [2:0] decim_ratio;
input         clear_cic;
input   [9:0] coeff_1_a1;
input   [7:0] coeff_1_a2;
input         clear_iir_stg1;
input   [7:0] coeff_2_a1;
input         clear_iir_stg2;
input         bypass_stg2;
input  [21:0] scale;
input         clear_scale_mult;
input         bypass_noise_gate;
input         clear_noise_gate;
input         data_in;
output        data_out_valid;
output [15:0] data_out;
wire        cic_out_valid;
wire [29:0] cic_out;
cic_filter cic(
 .clk            (clk),
 .rstx           (rstx),
 .clear          (clear_cic),
 .order          (cic_order),
 .decim_ratio    (decim_ratio),
 .data_in        (data_in),
 .data_out_valid (cic_out_valid),
 .data_out       (cic_out)
);
wire        stg1_out_valid;
wire [33:0] stg1_out;
iir2 #(
 .CPR        ( 7),
 .CDY        ( 2),
 .BW_MUL_CNT ( 4), 
 .DPR        (27),
 .DDY        ( 4)
) iir_stg1 (
 .clk            (clk),
 .rstx           (rstx),
 .is_1st_order   (1'b0),
 .clear          (clear_iir_stg1),
 .coeff_a1       (coeff_1_a1),
 .coeff_a2       ({ {2{coeff_1_a2[7]}}, coeff_1_a2 }),
 .data_in_valid  (cic_out_valid),
 .data_in        ({ {3{cic_out[28]}}, cic_out, 6'd0 }),
 .data_out_valid (stg1_out_valid),
 .data_out       (stg1_out)
);
wire        stg2_out_valid;
wire [23:0] stg2_out;
iir2 #(
 .CPR        ( 7),
 .CDY        ( 0),
 .BW_MUL_CNT ( 4), 
 .DPR        (15),
 .DDY        ( 6)
) iir_stg2 (
 .clk            (clk),
 .rstx           (rstx),
 .is_1st_order   (1'b1),
 .clear          (clear_iir_stg2),
 .coeff_a1       (coeff_2_a1),
 .coeff_a2       (8'd0),
 .data_in_valid  (stg1_out_valid),
 .data_in        (stg1_out[33:5]),
 .data_out_valid (stg2_out_valid),
 .data_out       (stg2_out)
);
wire        prod_valid;
wire [55:0] prod;
mult #(
 .BW_CNT   ( 6),
 .BW_MCAND (34), 
 .BW_MLIER (22)
) mult_scale (
 .clk             (clk),
 .rstx            (rstx),
 .mcand_is_signed (1'b1),
 .mlier_is_signed (1'b1),
 .clear           (clear_scale_mult),
 .start           (stg2_out_valid),
 .mcand           ( bypass_stg2
                  ? stg1_out
                  : { {2{stg2_out[23]}}, stg2_out, 8'd0 } ),
 .mlier           (scale),
 .prod            (prod),
 .prod_valid      (prod_valid)
);
wire [55:0] noise_gate_out;
noise_gate #( .BW(56) ) noise_gate (
 .clk             (clk),
 .rstx            (rstx),
 .data_is_signed  (1'b1),
 .thre_up         ({  26'd1, 31'd0}),
 .thre_lo         ({-26'sd1, 31'd0}),
 .bypass          (bypass_noise_gate),
 .clear           (clear_noise_gate),
 .data_in_valid   (prod_valid),
 .data_in         (prod),
 .data_out_valid  (data_out_valid),
 .data_out        (noise_gate_out)
);
wire [23:0] prod_round;
round #(.BW_IN(56), .BW_OUT(24)) round (
 .data_is_signed (1'b1),
 .data_in        (noise_gate_out),
 .data_out       (prod_round)
);
clip #(.BW_IN(24), .BW_OUT(16)) clip (
 .data_in_is_signed  (1'b1),
 .data_out_is_signed (1'b1),
 .data_in            (prod_round),
 .data_out           (data_out)
);
endmodule
module cic_filter(
 clk,
 rstx,
 clear,
 data_in,
 decim_ratio,
 order,
 data_out,
 data_out_valid
);
localparam BW = 6'd30,
           BWBW = 'd6;
input           clk;
input           rstx;
input           clear;
input           data_in;
input     [2:0] decim_ratio;
input     [2:0] order;
output [BW-1:0] data_out;
output          data_out_valid;
reg [6:0] cnt;
wire cnt_eq_0 = (cnt == 7'd0);
always @ (posedge clk or negedge rstx)
  if (~rstx) cnt <= 7'd127;
  else if (clear)
    cnt <= {4'd0, order - 3'd1};
  else if (cnt_eq_0)
    case (decim_ratio)
    3'd0: cnt <= 7'd3;
    3'd1: cnt <= 7'd3;
    3'd2: cnt <= 7'd3;
    3'd3: cnt <= 7'd7;
    3'd4: cnt <= 7'd15;
    3'd5: cnt <= 7'd31;
    3'd6: cnt <= 7'd63;
    3'd7: cnt <= 7'd127;
    default: cnt <= 7'dx;
    endcase
  else cnt <= cnt - 7'd1;
reg [3:0] din_sel, reg_clr;
always @ (*)
  case (order)
  3'd4: begin din_sel = 4'b1000; reg_clr = 4'b0000; end
  3'd3: begin din_sel = 4'b0100; reg_clr = 4'b1000; end
  3'd2: begin din_sel = 4'b0010; reg_clr = 4'b1100; end
  3'd1: begin din_sel = 4'b0001; reg_clr = 4'b1110; end
  3'd7: begin din_sel = 4'b0000; reg_clr = 4'b1111; end  
  3'd6: begin din_sel = 4'b0000; reg_clr = 4'b1111; end  
  3'd5: begin din_sel = 4'b0000; reg_clr = 4'b1111; end  
  3'd0: begin din_sel = 4'b0000; reg_clr = 4'b1111; end  
  default: begin din_sel = 4'bxxxx; reg_clr = 4'bxxxx; end
  endcase
wire clr1 = reg_clr[0] | clear;
wire clr2 = reg_clr[1] | clear;
wire clr3 = reg_clr[2] | clear;
wire clr4 = reg_clr[3] | clear;
wire [5:0] shamt_pre = order * decim_ratio;
wire [5:0] shamt = BW - { {(BWBW-2){1'b0}}, 2'd2 } - shamt_pre;
wire [BW-1:0] din_dcd = data_in ? {{(BW-1){1'b0}}, 1'b1} : {(BW){1'b1}};
wire [BW-1:0] din_scaled = din_dcd << shamt;
wire [BW-1:0] mask = {BW{1'b1}} << shamt;
reg [BW-1:0] i1, i2, i3, i4;
always @ (posedge clk or negedge rstx)
  if (~rstx)     i4 <= {BW{1'b0}};
  else if (clr4) i4 <= {BW{1'b0}};
  else           i4 <= (i4 + (din_sel[3] ? din_scaled : {BW{1'b0}})) & mask;
always @ (posedge clk or negedge rstx)
  if (~rstx)     i3 <= {BW{1'b0}};
  else if (clr3) i3 <= {BW{1'b0}};
  else           i3 <= (i3 + (din_sel[2] ? din_scaled : i4)) & mask;
always @ (posedge clk or negedge rstx)
  if (~rstx)     i2 <= {BW{1'b0}};
  else if (clr2) i2 <= {BW{1'b0}};
  else           i2 <= (i2 + (din_sel[1] ? din_scaled : i3)) & mask;
always @ (posedge clk or negedge rstx)
  if (~rstx)     i1 <= {BW{1'b0}};
  else if (clr1) i1 <= {BW{1'b0}};
  else           i1 <= ( (cnt_eq_0   ? {BW{1'b0}} : i1)
                       + (din_sel[0] ? din_scaled : i2) )
                     & mask;
reg [BW-1:0] d1, d2, d3, d4;
wire [BW-1:0] d1_d2 = d1    - d2;
wire [BW-1:0] d2_d3 = d1_d2 - d3;
always @ (posedge clk or negedge rstx)
  if (~rstx)         d1 <= {BW{1'b0}};
  else if (clr1)     d1 <= {BW{1'b0}};
  else if (cnt_eq_0) d1 <= i1 & mask;
always @ (posedge clk or negedge rstx)
  if (~rstx)         d2 <= {BW{1'b0}};
  else if (clr2)     d2 <= {BW{1'b0}};
  else if (cnt_eq_0) d2 <= d1 & mask;
always @ (posedge clk or negedge rstx)
  if (~rstx)         d3 <= {BW{1'b0}};
  else if (clr3)     d3 <= {BW{1'b0}};
  else if (cnt_eq_0) d3 <= d1_d2 & mask;
always @ (posedge clk or negedge rstx)
  if (~rstx)         d4 <= {BW{1'b0}};
  else if (clr4)     d4 <= {BW{1'b0}};
  else if (cnt_eq_0) d4 <= d2_d3 & mask;
reg data_out_valid;
always @ (posedge clk or negedge rstx)
  if (~rstx)      data_out_valid <= 1'b0;
  else if (clear) data_out_valid <= 1'b0;
  else            data_out_valid <= cnt_eq_0;
reg [BW-1:0] data_out;
always @ (*)
  case (order)
  3'd4: data_out = d2_d3 - d4;
  3'd3: data_out = d2_d3;
  3'd2: data_out = d1_d2;
  3'd1: data_out = d1;
  3'd7: data_out = {BW{1'b0}};  
  3'd6: data_out = {BW{1'b0}};  
  3'd5: data_out = {BW{1'b0}};  
  3'd0: data_out = {BW{1'b0}};  
  default: data_out = {BW{1'bx}};
  endcase
endmodule
module clip(
 data_in_is_signed,
 data_out_is_signed,
 data_in,
 data_out,
);
parameter BW_IN  = 'd5;
parameter BW_OUT = 'd3;
input               data_in_is_signed;
input               data_out_is_signed;
input  [BW_IN -1:0] data_in;
output [BW_OUT-1:0] data_out;
wire all1 = (data_in[BW_IN-1:BW_OUT] == {(BW_IN-BW_OUT){1'b1}});
wire all0 = (data_in[BW_IN-1:BW_OUT] == {(BW_IN-BW_OUT){1'b0}});
reg clip_up, clip_lo;
always @*
  case ({data_in_is_signed, data_out_is_signed})
  2'b00: begin
    clip_up = ~all0;
    clip_lo = 1'b0; end
  2'b01: begin
    clip_up = ~all0 | data_in[BW_OUT-1];
    clip_lo = 1'b0; end
  2'b10: begin
    clip_up = ~data_in[BW_IN-1] & ~all0;
    clip_lo =  data_in[BW_IN-1]; end
  2'b11: begin
    clip_up = ~data_in[BW_IN-1] & ( ~all0 |  data_in[BW_OUT-1] );
    clip_lo =  data_in[BW_IN-1] & ( ~all1 | ~data_in[BW_OUT-1] ); end
  endcase
assign data_out = clip_up | clip_lo
                ? {clip_up ^ data_out_is_signed, {(BW_OUT-1){clip_up}}}
                : data_in[BW_OUT-1:0];
endmodule
module iir2(
 clk,
 rstx,
 is_1st_order,
 clear,
 coeff_a1,
 coeff_a2,
 data_in_valid,
 data_in,
 data_out_valid,
 data_out
);
parameter CPR        =  'd8,
          CDY        =  'd1,
          BW_MUL_CNT =  'd4,
          DPR        = 'd25,
          DDY        =  'd4;
input                  clk;
input                  rstx;
input                  is_1st_order;
input                  clear;
input      [CDY+CPR:0] coeff_a1;
input      [CDY+CPR:0] coeff_a2;
input                  data_in_valid;
input  [DDY+DPR+CPR:0] data_in;
output                 data_out_valid;
output   [DDY+DPR+2:0] data_out;
reg data_out_valid;
always @(posedge clk or negedge rstx)
  if (~rstx)      data_out_valid <= 1'b0;
  else if (clear) data_out_valid <= 1'b0;
  else            data_out_valid <= data_in_valid;
reg [DDY+DPR:0] zinv1, zinv2;
wire [DDY+DPR+CDY+CPR+1:0] prod1, prod2;
wire prod_valid;
mult #(
 .BW_CNT   (BW_MUL_CNT),
 .BW_MCAND (DDY+DPR+1), 
 .BW_MLIER (CDY+CPR+1) )
mult_a1 (
 .clk             (clk),
 .rstx            (rstx),
 .mcand_is_signed (1'b1),
 .mlier_is_signed (1'b1),
 .clear           (clear),
 .start           (data_out_valid),
 .mcand           (zinv1),
 .mlier           (coeff_a1),
 .prod            (prod1),
 .prod_valid      ()
);
mult #(
 .BW_CNT   (BW_MUL_CNT),
 .BW_MCAND (DDY+DPR+1), 
 .BW_MLIER (CDY+CPR+1) )
mult_a2 (
 .clk             (clk),
 .rstx            (rstx),
 .mcand_is_signed (1'b1),
 .mlier_is_signed (1'b1),
 .clear           (clear),
 .start           (data_out_valid),
 .mcand           (zinv2),
 .mlier           (coeff_a2),
 .prod            (prod2),
 .prod_valid      ()
);
wire [DDY+DPR+CDY+CPR+2:0] zinv0 =
   { {(CDY+2){data_in[DDY+DPR+CPR]}}, data_in }
 + ( is_1st_order 
   ?   { prod1[DDY+DPR+CDY+CPR+1], prod1 }
   :   { prod1[DDY+DPR+CDY+CPR+1], prod1 }
     + { prod2[DDY+DPR+CDY+CPR+1], prod2 } );
wire [DDY+DPR+CDY+3:0] zinv0_round;
round #(
 .BW_IN  (DDY+DPR+CDY+CPR+3),
 .BW_OUT (DDY+DPR+CDY+4)
) round (
 .data_is_signed (1'b1),
 .data_in        (zinv0),
 .data_out       (zinv0_round)
);
wire [DDY+DPR:0] zinv0_clip;
clip #(
 .BW_IN  (DDY+DPR+CDY+4),
 .BW_OUT (DDY+DPR+1)
) clip (
 .data_in_is_signed  (1'b1),
 .data_out_is_signed (1'b1),
 .data_in            (zinv0_round),
 .data_out           (zinv0_clip)
);
always @(posedge clk or negedge rstx)
  if (~rstx) begin
    zinv2 <= {(DDY+DPR+1){1'b0}}; zinv1 <= {(DDY+DPR+1){1'b0}};
  end else if (clear) begin
    zinv2 <= {(DDY+DPR+1){1'b0}}; zinv1 <= {(DDY+DPR+1){1'b0}};
  end else if (data_in_valid) begin
    zinv2 <= zinv1; zinv1 <= zinv0_clip;
  end
reg [DDY+DPR+2:0] data_out;
always @(posedge clk or negedge rstx)
  if (~rstx)
    data_out <= {(DDY+DPR+3){1'b0}};
  else if (clear)
    data_out <= {(DDY+DPR+3){1'b0}};
  else if (data_in_valid)
    data_out <= { {2{zinv0_clip[DDY+DPR]}}, zinv0_clip }
              + ( is_1st_order
                ? { {2{zinv1[DDY+DPR]}}, zinv1 }
                :   {    zinv1[DDY+DPR]  , zinv1, 1'b0 }
                  + { {2{zinv2[DDY+DPR]}}, zinv2 } );
endmodule
module mult(
 clk,
 rstx,
 mcand_is_signed,
 mlier_is_signed,
 clear,
 start,
 mcand,
 mlier,
 prod,
 prod_valid
);
parameter BW_CNT = 3,    
          BW_MCAND = 3,
          BW_MLIER = 4;
input                          clk;
input                          rstx;
input                          mcand_is_signed;
input                          mlier_is_signed;
input                          clear;
input                          start;
input           [BW_MCAND-1:0] mcand;
input           [BW_MLIER-1:0] mlier;
output [BW_MCAND+BW_MLIER-1:0] prod;
output                         prod_valid;
reg [BW_CNT-1:0] cnt;
wire cnt_eq_0 = (cnt == {BW_CNT{1'b0}});
always @(posedge clk or negedge rstx)
  if (~rstx)         cnt <= {BW_CNT{1'b0}};
  else if (clear)    cnt <= {BW_CNT{1'b0}};
  else if (start)    cnt <= BW_MLIER;
  else if (cnt_eq_0) cnt <= {BW_CNT{1'b0}};
  else               cnt <= cnt - {{(BW_CNT-1){1'b0}}, 1'd1};
wire cnt_eq_1 = (cnt == {{(BW_CNT-1){1'b0}}, 1'd1});
reg prod_valid;
always @(posedge clk or negedge rstx)
  if (~rstx)      prod_valid <= 1'b0;
  else if (clear) prod_valid <= 1'b0;
  else            prod_valid <= cnt_eq_1;
wire last_stage_1 = cnt_eq_1 & mlier_is_signed;
reg [BW_MCAND+BW_MLIER-1:0] prod;
wire [BW_MCAND-1:0] prod1 = (prod[0] ? mcand : {BW_MCAND{1'b0}});
wire [BW_MCAND:0] sum = {   cnt_eq_1
                          ? mcand_is_signed | mlier_is_signed
                          : 1'b0
                        , prod[BW_MCAND+BW_MLIER-1:BW_MLIER] }
                      + { 1'b0
                        ,   {BW_MCAND{last_stage_1}}
                          ^ { prod1[BW_MCAND-1] ^ mcand_is_signed
                            , prod1[BW_MCAND-2:0] } }
                      + {{BW_MCAND{1'b0}}, last_stage_1};
always @(posedge clk or negedge rstx)
  if (~rstx)          prod <= {(BW_MCAND+BW_MLIER){1'b0}};
  else if (clear)     prod <= {(BW_MCAND+BW_MLIER){1'b0}};
  else if (start)     prod <= {mcand_is_signed, {(BW_MCAND-1){1'b0}}, mlier};
  else if (~cnt_eq_0) prod <= {sum, prod[BW_MLIER-1:1]};
endmodule
module noise_gate(
 clk,
 rstx,
 data_is_signed,
 thre_up,
 thre_lo,
 bypass,
 clear,
 data_in_valid,
 data_in,
 data_out_valid,
 data_out
);
parameter BW = 3;
input           clk;
input           rstx;
input           data_is_signed;
input    [BW:0] thre_up;
input    [BW:0] thre_lo;
input           bypass;
input           clear;
input           data_in_valid;
input  [BW-1:0] data_in;
output          data_out_valid;
output [BW-1:0] data_out;
reg data_out_valid;
always @(posedge clk or negedge rstx)
  if (~rstx)      data_out_valid <= 1'b0;
  else if (clear) data_out_valid <= 1'b0;
  else            data_out_valid <= data_in_valid;
wire [BW:0] data_in_offset = {data_is_signed ^ data_in[BW-1], data_in};
reg [BW-1:0] data_out;
always @(posedge clk or negedge rstx)
  if (~rstx)         data_out <= {BW{1'b0}};
  else if (clear)    data_out <= {BW{1'b0}};
  else if
   ( ( data_in_offset >= {data_is_signed ^ thre_up[BW], thre_up[BW-1:0]}
     | data_in_offset <= {data_is_signed ^ thre_lo[BW], thre_lo[BW-1:0]}
     | bypass )
   & data_in_valid ) data_out <= data_in;
endmodule
module round(
 data_is_signed,
 data_in,
 data_out,
);
parameter BW_IN  = 'd5;
parameter BW_OUT = 'd3;
input               data_is_signed;
input  [BW_IN -1:0] data_in;
output [BW_OUT-1:0] data_out;
assign data_out = { data_is_signed & data_in[BW_IN-1]  
                  , data_in[BW_IN-1:BW_IN-BW_OUT+1] }
                + { {(BW_OUT-1){1'b0}}
                  , data_in[BW_IN-BW_OUT] };
endmodule
==> design/flow/run.sh <==
#!/bin/bash
# OpenROAD 26Q1-2900-gdf79404cd8, Yosys 0.63+post, stock flow scripts
make -C /OpenROAD-flow-scripts/flow DESIGN_CONFIG=/design/flow/config.mk WORK_HOME=/design/flow/orfs finish
==> design/flow/config.mk <==
export PLATFORM = sky130hd
export DESIGN_NAME = adc_be
export DESIGN_NICKNAME = adc_be
export VERILOG_FILES = /design/flow/design.v
export SDC_FILE = /design/flow/constraint.sdc
export NUM_CORES = 4
export LEC_CHECK = 1
export CORE_UTILIZATION = 50
==> design/flow/constraint.sdc <==
current_design adc_be

set clk_period 27.3
set clk_io_pct 0.2

create_clock -name clk0 -period $clk_period [get_ports {clk}]

set non_clock_inputs [all_inputs -no_clocks]
set_input_delay [expr $clk_period * $clk_io_pct] -clock clk0 $non_clock_inputs
set_output_delay [expr $clk_period * $clk_io_pct] -clock clk0 [all_outputs]
==> results.sh <==
# yosys + openroad results
export IMPL_wl_um=170000
export IMPL_cp_end_kind="register"
export IMPL_ys_sh_xor_pct=9.00
export IMPL_lay_top_count="nand2_1"
export IMPL_startpoint_type="primary input"
export IMPL_fmax_ghz=0.0612
export IMPL_core_um2=107000
export IMPL_clock_skew_ps=35.1
export IMPL_ys_sh_mux_pct=1.79
export IMPL_yosysWarnings=10
export IMPL_cts_sinks=607
export IMPL_slowest_stage="a311oi_1"
export IMPL_async_flop_share_pct=100
export IMPL_rsz0062_at_grt="false"
export IMPL_placed_area_um2=56300
export IMPL_p_sw_mw=2.10
export IMPL_die_area_um2=109000
export IMPL_insertion_delay_ps=680
export IMPL_yosys_cell_types_count=113
export IMPL_post_drt_wl_per_cell_um=20.7
export IMPL_vias=48000
export IMPL_hold_path_class="register to register"
export IMPL_clk_pin_slew_ps=60
export IMPL_drc_errors=0
export IMPL_ys_seq_share_pct=28.1
export IMPL_setup_viol=0
export IMPL_p_per_area_nw_per_um2=77.9
export IMPL_fin_util_pct=55.1
export IMPL_p_int_mw=2.50
export IMPL_ant_nets=0
export IMPL_compound_area_share_pct=21.1
export IMPL_dp_slack_ps=10530
export IMPL_max_stage_delay_ps=720
export IMPL_top_logic_kind="AND-OR/OR-AND gates"
export IMPL_drv_cap=0
export IMPL_tool_warnings=39
export IMPL_fin_crit_sh_pct=59.9
export IMPL_maxSlewHeadroom_pct=29.4
export IMPL_fp_util_pct=50.5
export IMPL_placementRows=120
export IMPL_postCtsSetupBuffers=0
export IMPL_post_dp_hpwl_um=130000
export IMPL_layout_setup_ws_ps=10950
export IMPL_vdd_ir_drop_worst_mv=0.0501
export IMPL_min_period_ps=16350
export IMPL_synthSimpleGateAreaFrac_pct=20.3
export IMPL_first_pass_iters=6
export IMPL_clockBufferDepth=3
export IMPL_worst_slew_pin_slew_ps=1050
export IMPL_die_h_um=331
export IMPL_slew_violations=0
export IMPL_fin_total_pwr_mw=4.60
export IMPL_lay_top_cells="nand2_1 (874), a21oi_1 (635), dfrtp_1 (597), nor2_1 (535), inv_1 (501)"
export IMPL_area_delta_synth_final_pct=9.21
export IMPL_ys_ff=607
export IMPL_pin_count=81
export IMPL_yosysCellCount=6785
export IMPL_synth_main_ff_cell="dfrtp_1"
export IMPL_layout_drive_gt1_share_pct=5.70
export IMPL_pwr_share_comb_pct=52.2
export IMPL_cts_hold_buf=0
export IMPL_worstPathRequired_ps=27850
export IMPL_htreeDepth=3
export IMPL_grt_pass1_vias=45500
export IMPL_grt_pass1_wl_um=266000
export IMPL_hold_violations=0
export IMPL_pwr_share_seq_pct=24.1
export IMPL_netlist_area_um2=54000
export IMPL_ys_chip_area_um2=54000
export IMPL_grt_remaining_overflow=0
export IMPL_synth_edff_count=0
export IMPL_antenna_found_initial=2
export IMPL_grt_use_total_pct=32.6
export IMPL_p_sw_share_pct=45.7
export IMPL_synth_cells=6785
export IMPL_cp_buffers_inverters=6
export IMPL_arrival_ps=16900
export IMPL_gp_congestion=1.01
export IMPL_crit_fanout=59
export IMPL_p_clk_share_pct=23.7
export IMPL_cts_repair_resized=0
export IMPL_cts_buffers_inserted=78
export IMPL_portBuffers=80
export IMPL_drt_iter0_drc=3164
export IMPL_tns_ps=0
export IMPL_status="finished clean"
export IMPL_cpMostUsedCell="inv_1"
export IMPL_cts_tree="done"
export IMPL_p_leak_nw=26.8
export IMPL_crit_family="AND-OR/OR-AND gates"
export IMPL_path_class="primary input to register"
export IMPL_viasPerCell=5.83
export IMPL_avgSynthCellArea_um2=7.96
export IMPL_fa_ha_area_share_pct=14.1
export IMPL_root_buffer="clkbuf_16"
export IMPL_grt_max_degree=110
export IMPL_die_w_um=331
export IMPL_postLayoutCellArea_um2=59000
[state kept, by name (all words and copies together) (netlist names), 7 cells and up]
signal,cells
iir_stg1.mult_a2.prod,42
iir_stg1.mult_a1.prod,42
cic.d3,30
cic.i2,30
mult_scale.prod,56
iir_stg2.data_out,23
iir_stg2.mult_a1.prod,30
cic.i1,30
iir_stg2.zinv1,22
noise_gate.data_out,24
iir_stg1.zinv2,32
cic.i3,30
cic.cnt,7
cic.d2,30
cic.d4,30
cic.i4,30
cic.d1,30
iir_stg1.zinv1,32
iir_stg1.data_out,34
[cells by family (layout without fill, tap and decap cells)]
logic type               after synthesis  count (layout)
buffers and inverters                782             826
other                                  0               1
multiplexers                          93              93
AND-OR/OR-AND                       1825            1825
XOR/XNOR                             555             555
adder cells (fa/ha/maj)              559             559
flip-flops                           607             607
AND/OR/NAND/NOR                     2364            2364
[synthesized netlist by cell type, drive strengths merged (81+ instances only)]
master,n,share of area (%)
nor3,202,1.9
inv,502,3.5
fa,82,3.0
xnor2,362,5.9
a21oi,649,6.1
o21ai,447,4.3
nor2b,82,0.95
ha,476,11
dfrtp,600,28
xor2,193,3.1
nand2,878,6.1
a21o,153,2.1
nor2,539,3.7
clkbuf,223,1.6
and2,81,0.94
nand3,216,2.0
[worst paths after layout]
path | cells past startpoint | to | startpoint | slack (ps)
hold / removal | 1 | iir_stg2.data_out[20] | iir_stg2.data_out[20] | 500
min in group asynchronous | 1 | iir_stg1.mult_a2.cnt[0] | rstx | 4740
setup reg to reg | 69 | iir_stg1.data_out[33] | cic.d1[0] | 11160
max in group asynchronous | 4 | cic.d3[18] | rstx | 20230
hold reg to reg | 1 | iir_stg2.data_out[20] | iir_stg2.data_out[20] | 500
setup / recovery | 42 | iir_stg1.data_out[33] | cic_order[1] | 10950
[power by group through the flow]
stage | registers [mW] | logic, mW | clock network [mW]
6_report | 1.11 | 2.40 | 1.09
5_1_grt | 1.12 | 2.66 | 1.14
4_1_cts | 1.11 | 2.38 | 1.11
[metrics by stage]
stage | hold WS (ps) | instances
after floorplan | 462 | 6785
after global placement | 476 | 8088
after detailed placement | 486 | 8088
after CTS | 499 | 8232
after global routing | 503 | 8232
final | 496 | 8233
[routing by layer]
| layer | part of all wire, % | global-route usage (%) | wire (um) | up-vias |
|---|---|---|---|---|
| li1 | - | - | - | 23700 |
| met1 | 45 | 48.1 | 77000 | 22900 |
| met2 | 45 | 49.8 | 76900 | 1141 |
| met3 | 5.9 | 6.25 | 9950 | 277 |
| met4 | 3.7 | 9.70 | 6210 | 4 |
| met5 | 0.016 | 0 | 27 | - |
[layout make-up]
class,count,area [um^2]
repair buffers,180,1580
clock inverters,35,444
clock buffers,109,2220
flip-flops and latches,607,15200
fillers,9875,48100
well taps,1403,1760
multi-input cells,5396,35900
inverters,502,1880
diodes,1,2.50
